### flow/design.v
module FP_adder (final_sum_80, input_1_80, input_2_80, clock_80);
input [15:0] input_1_80, input_2_80;		 
input clock_80;					             
output reg [15:0] final_sum_80;			     
reg sign_1_80, sign_2_80;			         
reg [4:0] exponent_1_80, exponent_2_80;		 
reg [9:0] mantissa_1_80, mantissa_2_80;	     
reg [15:0] result_80;				         
reg [4:0]exponent_max_80;			         
reg [10:0] mantissa_1_11_80, mantissa_2_11_80;	 
reg sign_80;					             
reg [11:0] sum_80;				             
integer i_80;					             
always @ (*) begin
	sign_1_80 = input_1_80[15];
	sign_2_80 = input_2_80[15];
	exponent_1_80 = input_1_80[14:10];
	exponent_2_80 = input_2_80[14:10];
	mantissa_1_80 = input_1_80[9:0];
	mantissa_2_80 = input_2_80[9:0];
	final_sum_80 [15] = sign_80;
	final_sum_80[14:10] = exponent_max_80;
	final_sum_80 [9:0] = sum_80;
end
always @(*) begin
		if ( exponent_1_80 >= exponent_2_80) begin
			exponent_max_80 = exponent_1_80;
			if (mantissa_2_80 == 10'b0000_0000_00) begin
				mantissa_2_11_80 = {1'b0,mantissa_2_80};
			end else begin
				mantissa_2_11_80 = {1'b1,mantissa_2_80} >> (exponent_1_80 - exponent_2_80);
			end
			if (mantissa_2_80 == 10'b0000_0000_00) begin
				mantissa_1_11_80 = {1'b0,mantissa_1_80};
			end else begin
				mantissa_1_11_80 = {1'b1,mantissa_1_80};
			end
		end else begin
			exponent_max_80 = exponent_2_80;
			if (mantissa_1_80 == 10'b0000_0000_0000) begin
				mantissa_1_11_80 = {1'b0,mantissa_1_80};
			end else begin
				mantissa_1_11_80 = {1'b1,mantissa_1_80} >> (exponent_2_80 - exponent_1_80);
			end
			if (mantissa_2_80 == 10'b0000_0000_00) begin
				mantissa_2_11_80 = {1'b0,mantissa_2_80};
			end else begin
				mantissa_2_11_80 = {1'b1,mantissa_2_80};
			end
		end
		if (sign_1_80 == sign_2_80) begin
			sign_80 = sign_1_80;
			sum_80 = mantissa_1_11_80 + mantissa_2_11_80;
		end else begin
			if (mantissa_1_11_80 > mantissa_2_11_80) begin
				sign_80 = sign_1_80;
				sum_80 = mantissa_1_11_80 + ((~mantissa_2_11_80) + 1'b1);
			end else begin
				sign_80 = sign_2_80;
				sum_80 = mantissa_2_11_80 + ((~mantissa_1_11_80) + 1'b1);
			end
		end
		if(sign_1_80 == sign_2_80 && sum_80[11] == 1'b1) begin
			sum_80 = sum_80 >>1'b1;
			exponent_max_80 = exponent_max_80 + 1'b1;
		end else begin
			for (i_80=0; ((i_80<=11) && (sum_80[10]) == 1'b0 && (sum_80 != 12'b0)); i_80=i_80+1) begin
				sum_80 = sum_80 << 1'b1;
				exponent_max_80 = exponent_max_80 - 1'b1;
			end
		end
end
endmodule
### flow/run.sh
#!/bin/bash
# OpenROAD 26Q1-2900-gdf79404cd8, Yosys 0.63+post, stock flow scripts
make -C /OpenROAD-flow-scripts/flow DESIGN_CONFIG=/design/flow/config.mk WORK_HOME=/design/flow/orfs finish
### flow/config.mk
export PLATFORM = sky130hd
export DESIGN_NAME = FP_adder
export DESIGN_NICKNAME = FP_adder
export VERILOG_FILES = /design/flow/design.v
export SDC_FILE = /design/flow/constraint.sdc
export NUM_CORES = 4
export LEC_CHECK = 1
export CORE_UTILIZATION = 50
export SYNTH_HDL_FRONTEND = slang
### flow/constraint.sdc
current_design FP_adder

set clk_period 25.7
set clk_io_pct 0.2

create_clock -name clk0 -period $clk_period

set non_clock_inputs [all_inputs -no_clocks]
set_input_delay [expr $clk_period * $clk_io_pct] -clock clk0 $non_clock_inputs
set_output_delay [expr $clk_period * $clk_io_pct] -clock clk0 [all_outputs]
==> flow_summary_export.csv <==
group,metric,value,unit
power_and_ir_drop,p_sw_frac,0.592,
grt,grt_start_max_net_pins,28,
synthesis,synth.distinct_cells,98,
timing,hold_violations,0,
power_and_ir_drop,ir_drop,0.0646,mV
layout,finish.utilization,0.577,
grt,grt_antenna_before_repair,0,
setup_path,start_kind,"input pin",
grt,grt_pass1_wl,28000,um
place,routabilityCongestion,0.957,
drt,drt-pass1-iter-count,5,
setup_path,cp-end-kind,"output pin",
synthesis,ys_warn_count,0,
clock_tree,cts_resized,0,
drt,dr_total_vias,6049,
place,place_ws,5.88,ns
layout,drive_gt1_frac,0.0750,
timing,tns,0,ns
synthesis,yosys_area,5460,um2
flow_run,tool_warnings,74,
setup_path,cp_num_cells,30,
synthesis,top_area_frac,0.135,
min_path,worstHoldPathType,"input pin to output pin",
layout,ff_latch_area,0,um2
setup_path,crit_type,"input pin to output pin",
synthesis,synthCells,793,
layout,ff_count,0,
setup_path,critPathBufInv,6,
place,place_area,6040,um2
power_and_ir_drop,combPwrFrac,1.000,
setup_path,crit_slowest_cell,"o31ai_4",
outcome,status,"completed",
timing,tightestPinTransition,0.882,ns
power_and_ir_drop,p_switching,0.347,mW
flow_run,cap_violations,0,
grt,overflow,0,
grt,grt_usage,0.310,
synthesis,yosys-stat-cells,793,
timing,post-route-period-util,0.779,
synthesis,synth_seq_share,0,
drt,post_drt_wl_per_cell,17.8,um
grt,grt_pass1_vias,5516,
power_and_ir_drop,pwr-share-clk,0,
timing,slew-limit-headroom,0.397,
drt,wirelength,16900,um
timing,rsz0062_at_grt,"no",
synthesis,top_cell,"nand2_1",
layout,stdcell_area,6040,um2
synthesis,syn_avg_cell_area,6.88,um2
timing,max_freq,49.9,MHz
drt,drc,0,
power_and_ir_drop,cellLeakagePower,2.56,nW
timing,setup-violations-final,0,
floorplan,die_y,106,um
synthesis,ys_sh_simple,0.246,
clock_tree,cts_setup_buffers,0,
timing,drv_slew,0,
setup_path,critPathMaxFanout,25,
timing,post-route-min-period,20.03,ns
power_and_ir_drop,p_int,0.240,mW
power_and_ir_drop,seq_power_share,0,
setup_path,crit_top_cell,"buf_4",
clock_tree,hold_buffers,0,
synthesis,topCellsByArea,"ha_1 14%, mux2i_1 7.0%, nand2_1 6.1%, a21oi_1 4.4%, nor2_1 4.3%",
synthesis,synth.largest_area_cell,"ha_1",
synthesis,yosys-top-cells-count,"88 x nand2_1, 63 x nor2_1, 61 x inv_1",
place,io_buffers,48,
synthesis,synthTopLogicFamily,"AND-OR/OR-AND gates",
drt,drt_iter0_markers,490,
min_path,hp-start,"input_2_80[15]",
place,hpwl,13800,um
setup_path,crit_arrival,14.89,ns
floorplan,initCoreUtil,0.522,
synthesis,muxShareOfSynthArea,0.0903,
synthesis,synth_adder_area_share,0.154,
floorplan,chip_area,11300,um2
timing,fin_ws,5.67,ns
setup_path,crit_required,20.56,ns
layout,area_delta_synth_final,10.6,%
synthesis,ys_sh_aoi,0.381,
drt,ant_nets,0,
floorplan,core,10500,um2
layout,nClkBuffers,0,
drt,antennaDiodeCount,0,
floorplan,die_x,106,um
synthesis,xor_share,0.0474,
power_and_ir_drop,power.density,97.2,nW/um2
floorplan,ios,49,
drt,via_per_inst,6.37,
floorplan,row_count,37,
min_path,hold_path_depth,4,
setup_path,critical_path.top_delay_family,"AND-OR/OR-AND gates",
setup_path,crit_path_max_incr_delay,0.71,ns
setup_path,cp-startpoint,"input_2_80[10]",
synthesis,syn-cell-area,5460,um2
## cells in the final DEF (no fill, tap or decap), types with 5 or more instances in the layout
cell type / synthesis / routed
a2111oi_0: 5 / 5
a211o_1: 5 / 5
a211oi_1: 15 / 15
a21boi_0: 7 / 7
a21o_1: 11 / 11
a21oi_1: 48 / 48
a221oi_1: 5 / 5
a22o_1: 5 / 5
a311oi_1: 8 / 8
a31oi_1: 10 / 10
and2_1: 11 / 11
and3_1: 11 / 11
buf_4: 2 / 16
clkdlybuf4s50_1: 0 / 48
fa_1: 5 / 5
ha_1: 59 / 59
inv_1: 61 / 61
mux2_2: 8 / 8
mux2i_1: 38 / 38
nand2_1: 88 / 88
nand2b_1: 7 / 7
nand3_1: 19 / 19
nand4_1: 5 / 5
nor2_1: 63 / 63
nor2b_1: 13 / 13
nor3_1: 11 / 11
nor4_1: 6 / 6
o2111ai_1: 6 / 6
o211ai_1: 18 / 18
o21a_1: 5 / 5
o21ai_0: 45 / 45
o22ai_1: 10 / 10
o31ai_1: 8 / 8
or2_2: 5 / 5
or3_1: 8 / 8
xnor2_1: 20 / 19
xor2_1: 7 / 7
## power groups by stage
stage / clock network [mW] / registers, mW / logic (mW)
5_1_grt: 0 / 0 / 0.646
4_1_cts: 0 / 0 / 0.578
6_report: 0 / 0 / 0.587
## metal layers
layer,track usage,share of wire
met2,0.485,0.43
met5,0,0
met3,0.0250,0.066
met4,0.0470,0.016
met1,0.472,0.49
## stage by stage
stage / cells / hold slack [ns] / total power, mW
floorplan: 793 / 10.43 / 0.415
global placement: 949 / 11.30 / 0.571
detailed placement: 949 / 11.30 / 0.576
CTS: 949 / 11.30 / 0.578
global route: 949 / 11.34 / 0.646
finish: 949 / 11.30 / 0.587
## layout make-up
type | count | area (um2)
Multi-Input combinational cell | 686 | 5030
Fill cell | 1019 | 4430
Timing Repair Buffer | 64 | 601
Inverter | 63 | 236
Tap cell | 136 | 170
## logic make-up after synthesis
| group | count (synthesis) |
|---|---|
| mux | 47 |
| simple gates | 269 |
| compound gates | 278 |
| xor+xnor | 28 |
| buf+inv | 107 |
| fa+ha+maj | 64 |
## worst paths after layout
| kind | end |
|---|---|
| worst max-delay path | final_sum_80[5] |
| worst min-delay path | final_sum_80[15] |
Power is estimated from default activity; no workload was simulated.
